[/design/flow/config.mk]
export PLATFORM = sky130hd
export DESIGN_NAME = counter
export DESIGN_NICKNAME = counter
export VERILOG_FILES = /design/flow/design.v
export SDC_FILE = /design/flow/constraint.sdc
export NUM_CORES = 4
export LEC_CHECK = 1
export CORE_AREA = 10 10 70 70
export DIE_AREA = 0 0 80 80
[/design/flow/constraint.sdc]
current_design counter

set clk_period 1.2
set clk_io_pct 0.2

create_clock -name clk0 -period $clk_period [get_ports {clk}]

set non_clock_inputs [all_inputs -no_clocks]
set_input_delay [expr $clk_period * $clk_io_pct] -clock clk0 $non_clock_inputs
set_output_delay [expr $clk_period * $clk_io_pct] -clock clk0 [all_outputs]
[/design/flow/design.v]
module counter #(
    parameter integer MAX   = 31,
    parameter integer WIDTH = $clog2(MAX)
) (
    input logic clk,
    input logic enabled,
    input logic reset,
    output logic rollover,
    output logic [WIDTH-1:0] value
);
  always_ff @(posedge clk) begin
    rollover <= 0;
    if (reset) begin
      value <= 0;
    end else if (enabled) begin
      if (value == WIDTH'(MAX)) begin
        value <= 0;
        rollover <= 1;
      end else begin
        value <= value + 1;
      end
    end
  end
endmodule
[/design/flow/run.sh]
#!/bin/bash
# OpenROAD 26Q1-2900-gdf79404cd8, Yosys 0.63+post, stock flow scripts
make -C /OpenROAD-flow-scripts/flow DESIGN_CONFIG=/design/flow/config.mk WORK_HOME=/design/flow/orfs finish
==> flow_metrics.py <==
# Generated from Yosys and OpenROAD reports
metrics = {
    "sta": {
        "setup-tns-final_ns": -0.437,
        "final.setup_skew_ns": 0.000194,
        "finalHoldViolCount": 0,
        "timing.slew.headroom_pct": 85.5,
        "hold_slack_ns": 0.508,
        "worst_slew_pin_tran_ns": 0.216,
        "final_min_period_over_clock_period_pct": 110,
        "slew_violations": 0,
        "finalSetupViolCount": 5,
        "final_critical_path_setup_slack_ns": -0.122,
        "grt_setup_unrepaired": "yes",
        "fmax_mhz": 756,
        "min_period_ns": 1.32,
    },
    "cts": {
        "clock_tree_from_tritoncts": "done",
        "clock_path_buffers": 2,
        "cts.sink_count": 6,
        "number_of_h_tree_branching_levels": 1,
        "clkTransAtPathRegs_ns": 0.04,
        "cts-root-buf": "clkbuf_4",
        "cts_buffers": 3,
        "clk-insertion-delay-late_ns": 0.23,
    },
    "synthesis": {
        "synth_area_um2": 274,
        "netlist.area_leader.share_pct": 43.8,
        "enable_flop_cells": 0,
        "yosys.stat.seqShare_pct": 43.8,
        "avgSynthCellArea_um2": 9.79,
        "yosysWarnings": 1,
        "synth.lib_cells_used.distinct": 13,
        "ys.flop_type": "dfxtp_1",
        "synth-seq-cells": 6,
        "largest_area_cell": "dfxtp_1",
        "synth.yosys.num_cells": 28,
        "synth.yosys.chip_area_um2": 274,
        "asyncSetResetFlopFracSynth_pct": 0,
        "netlist_top_cells_area": "dfxtp_1, mux2i_1, ha_1",
        "netlist_top_cells_count": "dfxtp_1, nor2_1, mux2i_1",
        "netlist_instances": 28,
    },
    "floorplanning": {
        "die_x_um": 80,
        "fp-row-count": 21,
        "core-area_um2": 3420,
        "die_h_um": 80,
        "design.die.area_um2": 6400,
        "initial_core_util_pct": 8.02,
        "pin_count": 9,
    },
    "critical_path": {
        "r2r.worst_path.cells": 6,
        "critical_path.reg2reg.startpoint": "value[0]$_SDFFE_PP0P_",
        "worstSetupEndpoint": "value[3]$_SDFFE_PP0P_",
        "critPathKind": "reg -> reg",
        "timing.critical_path.required_ns": 1.36,
        "worst_setup_path_end_kind": "flip-flop",
        "critical_path.reg2reg.endpoint": "value[3]$_SDFFE_PP0P_",
        "worstPathArrival_ns": 1.48,
        "regToRegSetupSlack_ns": -0.12,
        "crit_path_max_fanout": 5,
        "timing.critical_path.from_type": "flip-flop",
        "startpoint": "value[0]$_SDFFE_PP0P_",
    },
    "power_and_ir_drop": {
        "seq_power_share_pct": 44.4,
        "p_comb_share_pct": 19.7,
        "leak_nw": 0.256,
        "clock_power_share_pct": 35.8,
        "internal_power_mw": 0.382,
        "power-per-cell-area_nw_per_um2": 822,
        "design_power_total_mw": 0.482,
        "ir_drop_mv": 0.156,
        "switching_part_of_the_total_pct": 20.8,
        "p_sw_mw": 0.100,
    },
    "drt": {
        "first_pass_iters": 2,
        "detail-route-antenna-nets": 0,
        "post_drt_wl_per_cell_um": 9.36,
        "dr_total_vias": 295,
        "vias_cell": 3.01,
        "number_of_inserted_diodes": 0,
        "post_detailed_route_drc_marker_count": 0,
        "drt_iter0_drc": 6,
        "detail_route.wirelength_um": 917,
    },
    "placed_design": {
        "hpwl_um": 572,
        "port_buffers": 8,
        "placedCellCount": 87,
        "pre_cts_ws_ns": -0.142,
        "gp_routability_congestion": 0.745,
        "placement.cell_area_um2": 467,
    },
    "global_routing": {
        "first_global_vias": 324,
        "grt.total_usage_pct": 2.41,
        "number_of_antenna_violations_at_the_first_check_in_global_routing": 0,
        "grt_overflow_total": 0,
        "grt_first_pass_wirelength_um": 1370,
        "pin_count_of_the_biggest_net_entering_global_routing": 7,
    },
    "min_path": {
        "hold_path_class": "reg -> reg",
    },
    "layout": {
        "fraction_of_final_layout_cells_with_drive_strength_greater_than_1_pct": 53.8,
        "fin_util_pct": 17.2,
        "final-instance-count-excl-fill": 98,
        "area.growth.synth_to_final_pct": 114,
        "postLayoutCellArea_um2": 587,
    },
    "status": {
        "failed_checks": "negative setup slack",
        "status": "finished, violations left",
    },
    "run": {
        "stage_log_warnings": 28,
        "drv_cap": 0,
    },
}
==> placed cells by master, fill, tap and decap left out, types with 2 or more instances in the layout <==
cell             synthesis  routed
a21oi_1                  2       2
buf_4                    0      11
buf_6                    1       3
clkbuf_4                 0       3
clkdlybuf4s50_1          0       2
dfxtp_2                  0       5
dlygate4sd2_1            0       5
ha_4                     0       2
mux2i_1                  3       3
nand4_1                  2       2
nor2_1                   6       5
==> critical path: stages, from the launching register on <==
cell	delay, ns
dfxtp_2	0.33
ha_4	0.15
and3_4	0.15
ha_4	0.17
nor3b_2	0.16
nand4_1	0.13
a21oi_1	0.15
==> state kept, by name (all words and copies together), names as in the netlist <==
name and flops:
rollover 1, value 5
==> what timing repair did <==
action                     4_1_cts  5_1_grt
pin swaps                        8        4
gates cloned                     0        0
setup buffers                    6        2
hold buffers                     0        0
setup endpoints to repair        9        5
gates resized                   14        4
==> layer usage <==
metal	GRT usage, %	vias to the layer above	share of wire (%)
met5	0	-	0
met4	1.23	0	1.6
met3	0.227	2	5.7
met2	3.77	7	46
met1	3.20	137	47
li1	-	149	-
==> final cells by class <==
class / instances / area, µm²
clock buffer: 3 / 22.5
fill: 379 / 2830
multi-input combinational: 21 / 190
sequential: 6 / 126
tap: 46 / 57.6
timing repair buffer: 22 / 190
==> how the worst min path moves through the flow <==
stage / cells past startpoint / from / slack (ns) / to
4_1_cts: 2 / value[3]$_SDFFE_PP0P_ / 0.50 / value[3]$_SDFFE_PP0P_
5_1_grt: 2 / value[3]$_SDFFE_PP0P_ / 0.52 / value[3]$_SDFFE_PP0P_
6_report: 2 / value[3]$_SDFFE_PP0P_ / 0.51 / value[3]$_SDFFE_PP0P_
==> power by group through the flow <==
stage / logic (mW) / registers (mW) / clock network (mW)
after CTS: 0.0823 / 0.214 / 0.185
after global routing: 0.104 / 0.215 / 0.193
final: 0.0952 / 0.214 / 0.173
==> logic make-up (layout without fill, tap and decap cells) <==
logic type	count (synthesis)	in the layout	share of synthesized area [%]
mux	3	3	11.0
compound gates	3	3	5.48
fa+ha+maj	2	2	9.13
simple gates	13	13	26.5
flops	6	6	43.8
buf+inv	1	25	4.11
Power figures rest on the tool's default switching activity, not on a simulated workload.
