==> ./config.mk <==
export PLATFORM = sky130hd
export DESIGN_NAME = uart_receiver
export DESIGN_NICKNAME = uart_receiver
export VERILOG_FILES = /design/flow/design.v
export SDC_FILE = /design/flow/constraint.sdc
export NUM_CORES = 4
export LEC_CHECK = 1
export CORE_AREA = 10 10 114 114
export DIE_AREA = 0 0 124 124
==> ./constraint.sdc <==
current_design uart_receiver

set clk_period 1.9
set clk_io_pct 0.2

create_clock -name clk0 -period $clk_period [get_ports {clk}]

set non_clock_inputs [all_inputs -no_clocks]
set_input_delay [expr $clk_period * $clk_io_pct] -clock clk0 $non_clock_inputs
set_output_delay [expr $clk_period * $clk_io_pct] -clock clk0 [all_outputs]
==> ./design.v <==
module uart_receiver #(
    parameter integer CLOCK_RATE = 25_000_000,
    parameter integer BAUD_RATE  = 115200
) (
    input logic clk,
    input logic uart_rx,
    input logic reset,
    output logic [7:0] data,
    output logic data_valid
);
  localparam integer SampleRate = CLOCK_RATE / BAUD_RATE;
  localparam integer SampleRateWidth = $clog2(SampleRate) + 1;
  typedef enum bit [0:0] {
    WaitForStart,
    ShiftBits
  } state_t;
  wire start_bit_edge;
  wire _unused_rising_edge;
  state_t state;
  logic [2:0] data_index;
  logic [SampleRateWidth-1:0] sampling_timer;
  edge_detector #(
      .HOLD_COUNT(SampleRate / 2 - 1)
  ) edge_detector_inst (
      .clk(clk),
      .reset(reset),
      .signal(uart_rx),
      .rising(_unused_rising_edge),
      .falling(start_bit_edge)
  );
  always_ff @(posedge clk) begin
    case (state)
      WaitForStart: begin
        if (start_bit_edge) begin
          state <= ShiftBits;
          data_index <= 0;
          data_valid <= 0;
          sampling_timer <= 0;
        end
      end
      ShiftBits: begin
        if (sampling_timer == SampleRateWidth'(SampleRate)) begin
          sampling_timer   <= 0;
          data[data_index] <= uart_rx;
          if (data_index == 7) begin
            state <= WaitForStart;
            data_valid <= 1;
          end else data_index <= data_index + 1;
        end else begin
          sampling_timer <= sampling_timer + 1;
        end
      end
      default: begin
      end
    endcase
    if (reset) begin
      state <= WaitForStart;
      data_valid <= 0;
    end
  end
endmodule
module edge_detector #(
    parameter integer HOLD_COUNT = 31
) (
    input logic clk,
    input logic reset,
    input logic signal,
    output logic rising,
    output logic falling
);
  localparam integer CounterWidth = $clog2(HOLD_COUNT) + 1;
  logic last_value;
  logic [CounterWidth-1:0] counter;
  always_ff @(posedge clk) begin
    rising  <= 0;
    falling <= 0;
    if (last_value != signal) begin
      if (counter == CounterWidth'(HOLD_COUNT)) begin
        counter <= 0;
      end else begin
        counter <= CounterWidth'(HOLD_COUNT);
      end
    end else if (counter != CounterWidth'(HOLD_COUNT)) begin
      counter <= counter + 1;
    end
    if (counter == CounterWidth'(HOLD_COUNT - 1)) begin
      if (signal == 1) begin
        rising <= 1;
      end else begin
        falling <= 1;
      end
    end
    if (reset) begin
      counter <= CounterWidth'(HOLD_COUNT);
      rising  <= 0;
      falling <= 0;
    end
    last_value <= signal;
  end
endmodule
==> ./run.sh <==
#!/bin/bash
# OpenROAD 26Q1-2900-gdf79404cd8, Yosys 0.63+post, stock flow scripts
make -C /OpenROAD-flow-scripts/flow DESIGN_CONFIG=/design/flow/config.mk WORK_HOME=/design/flow/orfs finish
==> results.sh <==
# source this file to load flow results
export IMPL_most_common_cell="edfxtp_1"
export IMPL_hp_start="data_valid"
export IMPL_slew_headroom=0.761
export IMPL_rows=37
export IMPL_drv_slew=0
export IMPL_ys_sh_mux=0.0319
export IMPL_maxCapViolCount=0
export IMPL_setup_violations=0
export IMPL_core_area_sq_um=10400
export IMPL_worstMarginPinSlew_ns=0.356
export IMPL_crit_path_cell_trace="inv_1 -> ha_1 -> or4b_4 -> or4_4 -> and3_1"
export IMPL_synth_compound_area_share=0.152
export IMPL_ys_cells=162
export IMPL_cp_buffers_inverters=1
export IMPL_synthAdderAreaFrac=0.0581
export IMPL_synthArstFlopShare=0
export IMPL_cts_root_buf="clkbuf_8"
export IMPL_clock_sinks=32
export IMPL_clk_pin_slew_worst_paths_ns=0.07
export IMPL_grt_first_pass_wirelength_mm=5.84
export IMPL_dr_total_vias=1341
export IMPL_synth_cell_types=44
export IMPL_fin_ws_ns=0.0570
export IMPL_largest_area_cell="edfxtp_1"
export IMPL_drt_initial_drc_count=45
export IMPL_synth_edff_count=20
export IMPL_timing_worst_setup_path_type="flop to flop"
export IMPL_rsz0062_at_grt="true"
export IMPL_worst_setup_path_start_kind="flop"
export IMPL_min_to="data_valid"
export IMPL_yosys_warnings=2
export IMPL_hold_class="flop to flop"
export IMPL_top_cell_area_share=0.348
export IMPL_hold_depth=2
export IMPL_warnings=31
export IMPL_min_period_ns=1.84
export IMPL_irDropWorstVdd_v=0.000406
export IMPL_period_used=0.970
export IMPL_dp_hpwl_mm=2.52
export IMPL_cts_setup_buffers=0
export IMPL_crit_reg2reg_launch="sampling_timer[1]"
export IMPL_grt_ovfl_total=0
export IMPL_hold_violations=0
export IMPL_final_util=0.214
export IMPL_netlist_instances=162
export IMPL_fin_hold_ws_ns=0.492
export IMPL_drive_gt1_frac=0.181
export IMPL_crit_arrival_ns=2.02
export IMPL_drc=0
export IMPL_routed_wl_mm=3.46
export IMPL_synth_main_ff_cell="edfxtp_1"
export IMPL_r2r_setup_slack_ns=0.06
export IMPL_fin_setup_tns_ns=0
export IMPL_portBuffers=11
export IMPL_cts_tree="yes"
export IMPL_dieArea_sq_um=15400
export IMPL_p_leak_nw=0.783
export IMPL_top_cells_by_area="edfxtp_1 (35%), dfxtp_1 (14%), ha_1 (5.8%)"
export IMPL_reg2reg_depth=5
export IMPL_ys_area_sq_um=1720
export IMPL_area_delta_synth_final_pct=29.0
export IMPL_preCtsSetupSlack_ns=0.0453
export IMPL_crit_path_end_kind="flop"
export IMPL_crit_path_max_fanout=4
export IMPL_die_w_um=124
export IMPL_fp_dieH_um=124
export IMPL_cp_data_required_time_ns=2.08
export IMPL_netlist_top_cells_count="edfxtp_1 (20), nand2_1 (17), dfxtp_1 (12)"
export IMPL_clock_latency_ns=0.28
export IMPL_htreeDepth=2
export IMPL_grt_max_degree=13
export IMPL_antenna_found_initial=0
export IMPL_numCtsBuffers=5
export IMPL_grt_util_all_layers=0.0453
export IMPL_reg2reg_to="state"
export IMPL_netlist_area_sq_um=1720
export IMPL_grt_pass1_vias=1253
export IMPL_synth_xor_area_share=0.0305
export IMPL_first_pass_iters=6
export IMPL_status="finished, final reports clean"
export IMPL_crit_slowest_cell="or4_4"
export IMPL_syn_avg_cell_area_sq_um=10.6
export IMPL_gp_congestion=0.858
export IMPL_ys_sh_simple=0.213
export IMPL_clockBufferDepth=2
export IMPL_antenna_left=0
export IMPL_viasPerCell=4.08
export IMPL_ys_seq_share=0.488
export IMPL_p_per_area_nw_per_um2=911
export IMPL_fp_util=0.166
export IMPL_antennaDiodeCount=0
export IMPL_io_pins=12
export IMPL_post_drt_wl_per_cell_um=10.5
export IMPL_skew_ns=0.0100
export IMPL_logic_family="simple AND/OR/NAND/NOR gates"
export IMPL_fmax_mhz=543
export IMPL_synth_seq_cells=32
export IMPL_critPathTopFamily="simple AND/OR/NAND/NOR gates"
export IMPL_cpPeakStageDelay_ns=0.49
==> logic make-up after synthesis <==
kind of cell / after synthesis
compound gates: 35
simple gates: 66
mux: 5
fa+ha+maj: 8
flops: 32
buf+inv: 10
xor+xnor: 6
==> final cells by class <==
| cell class | count | area [sq um] |
|---|---|---|
| Tap cell | 136 | 170 |
| Multi-Input combinational cell | 120 | 850 |
| Clock inverter | 3 | 42.5 |
| Inverter | 6 | 22.5 |
| Sequential cell | 32 | 841 |
| Fill cell | 1099 | 8190 |
| Timing Repair Buffer | 27 | 230 |
| Clock buffer | 5 | 68.8 |
==> cells in the final DEF, fill, tap and decap left out, types with 2 or more instances in the layout <==
master            n
edfxtp_1         20
nand2_1          17
buf_4            16
dfxtp_1          12
clkdlybuf4s50_1  11
nand3_1           9
nor2_1            8
ha_1              8
inv_1             6
o31ai_1           6
o21ai_0           5
clkbuf_8          5
mux2_2            4
o2bb2ai_1         4
and2_1            4
a21oi_1           4
a211oi_1          4
xnor2_1           3
nor4b_1           3
xor2_1            3
nand2b_1          3
and3_1            3
nand4_1           3
nor4_1            2
o211a_1           2
a211o_1           2
nor3_1            2
or4_1             2
==> worst max-delay path by stage <==
stage,to,slack (ns),cells past startpoint,startpoint
CTS,state,0.04,5,sampling_timer[1]
global route,state,-0.0009,5,sampling_timer[1]
finish,state,0.06,5,sampling_timer[1]
==> tightest hold or removal path: stages (launching register included) <==
cell and delay, ns:
dfxtp_1 0.33, nand2_1 0.07, a21oi_1 0.05
==> per-stage QoR <==
stage | instance area (sq um) | total power, mW | instances
after floorplan | 1730 | 1.24 | 162
after global placement | 2110 | 1.38 | 321
after detailed placement | 2110 | 1.38 | 321
after CTS | 2220 | 2.05 | 329
after global routing | 2220 | 2.17 | 329
final | 2220 | 2.03 | 329
==> what timing repair did <==
item	in CTS	in global routing
hold buffers	0	0
setup endpoints to repair	3	1
resized	1	0
hold endpoints to repair	0	0
==> sequential cells by signal (all words and copies together) (netlist names) <==
name	flops
data_valid	1
edge_detector_inst.falling	1
data	8
state	1
edge_detector_inst.last_value	1
data_index	3
sampling_timer	9
edge_detector_inst.counter	8
==> per-layer routing <==
| layer | wire length, um | up-vias | global-route usage | share of wire |
|---|---|---|---|---|
| met2 | 1490 | 30 | 0.0692 | 0.43 |
| met1 | 1730 | 624 | 0.0641 | 0.50 |
| met5 | 0 | - | 0 | 0 |
| li1 | - | 685 | - | - |
| met4 | 48 | 0 | 0.00863 | 0.014 |
| met3 | 188 | 2 | 0.0119 | 0.054 |
==> power breakdown <==
group | internal, mW | total (mW) | switching (mW)
Combinational | 0.219 | 0.477 | 0.258
Sequential | 0.811 | 0.900 | 0.0884
Clock | 0.388 | 0.650 | 0.262
Total | 1.42 | 2.03 | 0.608
Power figures rest on the tool's default switching activity, not on a simulated workload.
