==> flow/design.v <==
module uart_transmitter #(
    parameter integer BAUD_RATE  = 115200,
    parameter integer CLOCK_RATE = 25_000_000
) (
    input var clk,
    input var have_new_data,
    input var [7:0] new_data,
    output var uart_tx,
    output var ready_for_new_data
);
  localparam integer ClockDivider = CLOCK_RATE / BAUD_RATE;
  localparam integer DividerSize = $clog2(ClockDivider);
  logic [DividerSize-1:0] divider = DividerSize'(ClockDivider - 1);
  logic [10:0] data = 11'b00000000001;
  logic [3:0] data_index = 0;
  always_comb begin
    ready_for_new_data = data_index == 10 ? 1 : 0;
    uart_tx = data[data_index];
  end
  always_ff @(posedge clk) begin
    if (divider == DividerSize'(ClockDivider - 1)) begin
      if (data_index != 10) data_index <= data_index + 1;
      divider <= 0;
    end else begin
      divider <= divider + 1;
    end
    if (data_index == 10 && have_new_data) begin
      data <= {2'b11, new_data, 1'b0};
      data_index <= 4'd0;
    end
  end
endmodule
==> flow/run.sh <==
#!/bin/bash
# OpenROAD 26Q1-2900-gdf79404cd8, Yosys 0.63+post, stock flow scripts
make -C /OpenROAD-flow-scripts/flow DESIGN_CONFIG=/design/flow/config.mk WORK_HOME=/design/flow/orfs finish
==> flow/config.mk <==
export PLATFORM = sky130hd
export DESIGN_NAME = uart_transmitter
export DESIGN_NICKNAME = uart_transmitter
export VERILOG_FILES = /design/flow/design.v
export SDC_FILE = /design/flow/constraint.sdc
export NUM_CORES = 4
export LEC_CHECK = 1
export CORE_AREA = 10 10 102 102
export DIE_AREA = 0 0 112 112
==> flow/constraint.sdc <==
current_design uart_transmitter

set clk_period 3.8
set clk_io_pct 0.2

create_clock -name clk0 -period $clk_period [get_ports {clk}]

set non_clock_inputs [all_inputs -no_clocks]
set_input_delay [expr $clk_period * $clk_io_pct] -clock clk0 $non_clock_inputs
set_output_delay [expr $clk_period * $clk_io_pct] -clock clk0 [all_outputs]
==> out/summary.rpt <==
TIMING
--------------------------------------------------------------------------------------
Max-slew headroom at the worst pin                                               46.4%
Final Max Slew Viols                                                                 0
Final hold viol count                                                                0
Worst clock skew                                                            0.00422 ns
Achievable frequency                                                         0.343 GHz
Tcrit/Tclk final                                                                 76.7%
Final worst path period need                                                   2.91 ns
Setup slack after layout                                                      0.886 ns
Slew at the pin closest to its max-slew limit                                 0.801 ns
Unrepaired setup endpoints after global routing                                  false
TNS Setup                                                                         0 ns
Count of endpoints failing setup in the final report                                 0

FINISH
--------------------------------------------------------------------------------------
Finished Core Util                                                               15.7%
Fraction of final layout cells with drive strength greater than 1                7.92%
Count of non-filler cells in the finished layout                                   206
Layout area overhead                                                             26.0%

WORST HOLD PATH
--------------------------------------------------------------------------------------
Worst min-delay path class                                                     reg2reg
End point of the worst hold path                                          divider[0]$_SDFF_PN0_
Worst Hold Launch                                                         divider[0]$_SDFF_PN0_
Instance count along the most critical hold path                                     1

GRT
--------------------------------------------------------------------------------------
Global router's overall resource usage                                           2.62%
Number of global-route vias before repair                                          619
Wire length of the first global-routing pass                                   2930 um
Pin count of the biggest net entering global routing                                13
Initial antenna violation count                                                      0
Congestion Overflow GR                                                               0

CRITICAL PATH
--------------------------------------------------------------------------------------
Source of the worst register-to-register timing path                      data_index[1]$_SDFFE_PP0P_
Type of the worst setup path                                                   reg2out
Critical register-to-register path endpoint                               data[8]$_DFFE_PP_
Data required, critical path                                                   3.04 ns
Largest fanout on the critical path                                                  9
Worst reg-to-reg setup slack                                                   1.89 ns
Element type at the critical path end                                     primary output
Critical Path Source                                                      data_index[0]$_SDFFE_PP0P_
Critical path's largest stage delay                                            0.53 ns
Critical path, cell by cell                                               mux4_2 -> or2_1 -> a32o_1 -> clkdlybuf4s50_1
Data arrival time of the critical path                                         2.15 ns
Library cell contributing the largest single delay on the critical path         mux4_2
Startpoint Class                                                              register
Register-to-Register Path Depth                                                      3

DIE
--------------------------------------------------------------------------------------
Overall die height                                                              112 um
Effective utilization at floorplan                                               12.5%
Placeable core region                                                       8220 sq um
Chip Footprint                                                             12500 sq um
Count of standard-cell rows                                                         33
Die X-Extent                                                                    112 um
I/O pin total                                                                       12

CLOCK NETWORK
--------------------------------------------------------------------------------------
CTS Hold Buffers Added                                                               0
Clock sinks                                                                         22
Clock-pin slew of the registers on the worst-case setup and hold paths         0.08 ns
Worst-skew pair later-pin latency                                              0.25 ns
Gates resized, CTS repair                                                            0
Buffer depth of the longest clock path                                               2
Total number of H-tree levels                                                        1
Num CTS Buffers                                                                      3
Root buffer cell                                                              clkbuf_8
Post CTS Setup Buffer Count                                                          0
CTS tree                                                                         built

LOGIC SYNTHESIS
--------------------------------------------------------------------------------------
Post-synthesis async set-or-reset flop share                                        0%
Post-Syn Area                                                               1020 sq um
Unique masters post-synth                                                           34
Top cell area share                                                              29.3%
Main area contributors after synthesis                                    edfxtp_1 29%, dfxtp_1 23%, ha_1 4.9%
Syn. warnings                                                                        1
Post-synthesis cell type with the largest combined area                       edfxtp_1
Synthesized area per cell                                                   11.5 sq um
Count leader, synth                                                            dfxtp_1
Most frequent cells after synthesis                                       12 x dfxtp_1, 10 x edfxtp_1, 6 x nor2_1
Sequential cell area fraction in the yosys report                                52.8%
Most common reg cell                                                           dfxtp_1
Cell total in the yosys stat output                                                 89
Number of synthesized flops with an enable pin                                      10
Cell count after synthesis                                                          89
Post-synth regs                                                                     22
Yosys-reported design area after synthesis                                  1020 sq um

DRT
--------------------------------------------------------------------------------------
Violation count after the first detailed-route iteration                            42
First drt pass iteration count                                                       3
DRC Markers                                                                          0
Antenna Violating Nets Remaining                                                     0
Vias per std cell                                                                 3.15
Total length of routed wires                                                   1700 um
Detailed-route via count                                                           648
Routed wire per std cell                                                       8.26 um
Number of diodes added for antenna fixing                                            0

PLACED DESIGN
--------------------------------------------------------------------------------------
Number of port buffers                                                              11
Dpl hpwl                                                                       1370 um
Worst setup slack before clock tree synthesis                                  1.15 ns
Final Wtd Congestion                                                             0.721
DP Cell Count                                                                      202

POWER AND IR DROP
--------------------------------------------------------------------------------------
Cell area power density                                                    310 nW/um^2
Maximum VDD drop                                                                174 uV
Leak pwr                                                                      0.485 nW

FLOW RUN
--------------------------------------------------------------------------------------
Max-cap check violation count                                                        0
OpenROAD warning count                                                              27

STATUS
--------------------------------------------------------------------------------------
Status                                                                    finished clean

==> per-stage QoR <==
stage               hold WS [ns]  cell area [sq um]  power [mW]
finish                     0.481               1290       0.399
global route               0.501               1290       0.415
CTS                        0.485               1290       0.404
detailed placement         0.466               1240       0.263
global placement           0.458               1240       0.263
floorplan                  0.437               1020       0.253
==> final cells by class <==
class,count,area [sq um]
clock buffer,3,41.3
sequential,22,541
tap,105,131
multi-input combinational,59,444
fill,878,6930
inverter,5,18.8
timing repair buffer,11,110
clock inverter,1,3.75
==> state kept, by name, summed over array words and instances, names as in the netlist <==
signal,flops
data,10
data_index,4
divider,8
==> worst max-delay path, delay by kind of cell (launching register included) <==
family                 cells  cell delay [ns]
buffers and inverters      1             0.40
DFF                        1             0.52
and+or+nand+nor            1             0.22
AOI/OAI and AO/OA          1             0.22
muxes                      1             0.53
==> cells by family (layout without fill, tap and decap cells) <==
kind of cell | after synthesis | count (layout) | synth area share [%]
muxes | 7 | 7 | 8.43
and+or+nand+nor | 29 | 29 | 17.1
AOI/OAI and AO/OA | 13 | 13 | 8.80
buffers and inverters | 8 | 20 | 3.79
adders and majority gates | 4 | 4 | 4.89
DFF | 22 | 22 | 52.8
xor gates and xnor gates | 4 | 4 | 3.42
other | 2 | 2 | 0.734
==> routing by layer <==
| metal | global-route usage, % | part of all wire [%] | vias up |
|---|---|---|---|
| met5 | 0 | 0 | - |
| met4 | 1.02 | 4.0 | 0 |
| met3 | 0.434 | 2.7 | 2 |
| met2 | 3.89 | 42 | 8 |
| met1 | 3.72 | 51 | 294 |
| li1 | - | - | 344 |
==> placed cells by master (no fill, tap or decap), drive strengths merged, types with 3 or more instances in the layout <==
cell type	Yosys	final
dfxtp	12	12
clkdlybuf4s50	0	11
edfxtp	10	10
nor2	6	6
inv	5	5
nand3	5	5
ha	4	4
mux2i	3	3
nand3b	3	3
nor2b	3	3
o21ai	3	3
and3b	3	3
mux2	3	3
clkbuf	2	3
==> report_power, final <==
group / leakage (nW) / internal [mW] / switching (mW)
Clock: 0.0231 / 0.0719 / 0.0703
Combinational: 0.275 / 0.00809 / 0.00227
Sequential: 0.187 / 0.247 / 0
==> worst max path at each step <==
stage | to | slack [ns] | cells after the start
finish | uart_tx | 0.89 | 4
CTS | uart_tx | 0.86 | 4
global route | uart_tx | 0.80 | 4
Power figures rest on the tool's default switching activity, not on a simulated workload.
